===== config.mk =====
export PLATFORM = sky130hd
export DESIGN_NAME = i2s
export DESIGN_NICKNAME = i2s
export VERILOG_FILES = /design/flow/design.v
export SDC_FILE = /design/flow/constraint.sdc
export NUM_CORES = 4
export LEC_CHECK = 1
export CORE_UTILIZATION = 30

===== run.sh =====
#!/bin/bash
# OpenROAD 26Q1-2900-gdf79404cd8, Yosys 0.63+post, stock flow scripts
make -C /OpenROAD-flow-scripts/flow DESIGN_CONFIG=/design/flow/config.mk WORK_HOME=/design/flow/orfs finish

===== design.v =====
module i2s(
    input               rst_i,
    input               mck_i,
    input               lrck_i,
    input               bck_i,
    input               data_i,
    output              mck_o,
    output              lrck_o,
    output              bck_o,
    output              data_o,
    output reg          sdo,
    output reg          sync,
    output              sclk 
);
localparam  BIT = 24;
localparam  B= 0;
localparam  E = B+BIT;
localparam  IDLE = 0;
localparam  R_START = 1;
localparam  R_TRANSFER = 2;
localparam  R_DONE = 3;
localparam  L_START = 4;
localparam  L_TRANSFER = 5;
localparam  L_DONE = 6;
localparam  FLASH = 7;
assign  rstn = rst_i;
assign  mck_o = mck_i;
assign  lrck_o = lrck_i;
assign  bck_o = bck_i;
assign  data_o = data_i;
reg     lrck_r;
reg     lrck_rr;
wire    left_start;
wire    right_start;
assign  left_start = lrck_r & ~lrck_rr;
assign  right_start = ~lrck_r & lrck_rr;
always @(negedge bck_o) begin
    if (!rstn) begin
        lrck_r <= 0;
        lrck_rr <= 0;
    end
    else begin
        lrck_r <= lrck_i;
        lrck_rr <= lrck_r;
    end
end
reg             data_r;
reg[3:0]        state_r;
reg[8:0]        count;
reg[BIT-1:0]    val;
reg[BIT-1:0]    val_r;
reg[BIT-1:0]    val_rr;
reg[BIT-1:0]    l_val;
reg[BIT-1:0]    r_val;
always @(negedge bck_o) begin
    if (!rstn) begin
        state_r <= IDLE;
        count <= 0;
        val <= 0;
        val_r <= 0;
        val_rr <= 0;
        l_val <= 0;
        r_val <= 0;
        data_r <= 0;
    end
    else begin
        data_r <= data_i;
        if (right_start)
            state_r <= R_TRANSFER;
        else if (left_start)
            state_r <= L_TRANSFER;
        else begin
            case(state_r)
                IDLE:
                    val <= 0;
                R_TRANSFER: begin
                    if (count == E) begin
                        count <= 0;
                        state_r <= R_DONE;
                    end
                    else if (count < E) begin
                        val <= {val, data_i};
                        count <= count + 1;
                    end
                end
                R_DONE: begin
                    val_r <= val;
                    val_rr <= val_r;
                    r_val <= {~val[BIT-1], val[BIT-2:0]};
                    state_r <= IDLE;
                end
                L_TRANSFER: begin
                    if (count == E) begin
                        count <= 0;
                        state_r <= L_DONE;
                    end
                    else if (count < E) begin
                        val <= {val, data_i};
                        count <= count + 1;
                    end
                end
                L_DONE: begin
                    l_val <= {~val[BIT-1], val[BIT-2:0]};
                    state_r <= IDLE;
                end
            endcase
        end
    end
end
localparam  WORD = 24;
reg [3:0]       state_w;
reg [5:0]       count_w;
reg [31:0]      key;
assign sclk = bck_i;
always @(posedge sclk) begin
    if (!rstn)  begin
        count_w <= 0;
        key <= {8'h06, 24'hffffff};
        state_w <= FLASH;
    end
    else if (left_start) begin
        key <= {8'h08, l_val};
        state_w <= FLASH;
        sync <= 0;
    end
    else if (right_start) begin
        key <= {8'h09, r_val};
        state_w <= FLASH;
        sync <= 0;
    end
    else if (state_w == FLASH) begin
        if (count_w == WORD) begin
            state_w <= IDLE;
            count_w <= 0;
            sync <= 1;
            sdo <= 0;
        end
        else begin
            sync <= 0;
            sdo <= key[31 - count_w];
            count_w <= count_w + 1;
        end
    end
end
endmodule

===== constraint.sdc =====
current_design i2s

set clk_period 6.2
set clk_io_pct 0.2

create_clock -name clk0 -period $clk_period [get_ports {bck_i}]

set non_clock_inputs [all_inputs -no_clocks]
set_input_delay [expr $clk_period * $clk_io_pct] -clock clk0 $non_clock_inputs
set_output_delay [expr $clk_period * $clk_io_pct] -clock clk0 [all_outputs]

==> qor.yml <==
outcome:
  outcome: "complete, no violations"
yosys:
  mux_share: 0.0288
  ys_top_cells_by_area: "dfxtp_1, nand2_1, a21boi_0"
  top_area_cell: "dfxtp_1"
  synthCells: 626
  aoi_share: 0.222
  common_cells: "nand2_1, dfxtp_1, a21boi_0, clkbuf_1, o21ai_0"
  netlist_area_mm2: 0.00530
  top_area_frac: 0.461
  yosys-stat-area_mm2: 0.00530
  synth-async-reset-ratio: 0
  ys_types: 50
  synth-main-ff-cell: "dfxtp_1"
  edf_count: 2
  ys_ff: 124
  fa_ha_area_frac: 0.0142
  simple_gate_area_frac: 0.205
  ys_cells: 626
  ys_sh_xor: 0.00496
  avgSynthCellArea_um2: 8.46
  yosysWarningCount: 2
  topCombFamilyByArea: "AND-OR/OR-AND gates"
  ys_seq_frac: 0.472
  yosys.cell_count.top_type: "nand2_1"
critical_path:
  worstPathMaxFanout: 2
  slowest_delay_ns: 0.38
  arrival_ns: 3.74
  critPathMostFrequentCell: "clkbuf_16"
  critPathCaptureType: "primary output"
  worst_r2r_path_depth: 5
  slowest_stage: "clkdlybuf4s50_1"
  cp-startpoint: "bck_i"
  r2r-start: "lrck_rr$_SDFF_NN0_"
  crit_path_start_kind: "clock port"
  endpoint: "sclk"
  rrSetupSlack_ns: 1.29
  crit_chain: "clkbuf_16 -> clkbuf_16 -> clkdlybuf4s50_1"
  critPathRequiredTime_ns: 4.96
  critical_path_class: "clock port to primary output"
  timing.rr.end: "key[20]$_SDFFE_PN1P_"
sta:
  rsz0062_at_grt: "false"
  worst_slew_pin_slew_ns: 0.859
  slew_headroom: 0.426
  finalHoldViolCount: 0
  finClkSkew_ns: 0.0531
  finalSetupViolCount: 0
  tns_ns: 0
  slew_viol_final: 0
grt:
  grt_pass1_vias: 4200
  grt_pass1_wl_mm: 19.7
  grt_antenna_before_repair: 0
  overflow: 0
  grt_max_degree: 106
  grt_usage: 0.138
pwr:
  powerDensity_mw_per_mm2: 345
  p_leak_nw: 2.59
  ir_drop_uv: 226
detailed_routing:
  drc_errors: 0
  wl_mm: 11.7
  drt_iter0_markers: 283
  drtAntennaViolNets: 0
  vias: 4390
  wl_per_cell_um: 12.4
  first_pass_iters: 6
  via_per_inst: 4.67
  antenna_cells: 0
floorplanning:
  fp.coreArea_mm2: 0.0173
  fp_util: 0.306
  die_h_um: 135
  placementRows: 48
  ios: 12
  die_width_um: 135
  die_area_mm2: 0.0182
run:
  maxCapViolCount: 0
  warnings: 32
clock_network:
  cts_resized: 0
  postCtsSetupBuffers: 0
  hold_buffers: 0
  path_clk_slew_ns: 0.03
  cts_tree: "built"
  clock.latency.late_pin_ns: 0.57
worst_hold_path:
  holdCritPathClass: "register to register"
placed_design:
  gp_congestion: 0.800
  dpl.hpwl_mm: 6.72
  dpl.cell_count: 819
  io_buffers: 9
cells_and_area:
  instances_no_fill: 940
  final.fill_count: 1731
  area_growth_pct: 22.6
  drive_gt1_frac: 0.0769
## report_power, final
part	internal (mW)	total (mW)	switching (mW)
clock	0.792	1.28	0.484
sequential	0.827	0.846	0.0193
combinational	0.0474	0.116	0.0684
total	1.67	2.24	0.571
## through the flow
| stage | worst slack (ns) | instance area (um2) | hold WS [ns] | util | power, mW |
|---|---|---|---|---|---|
| floorplan | 1.14 | 5300 | 0.434 | - | 1.05 |
| global placement | 0.923 | 5520 | 0.452 | 0.319 | 1.08 |
| detailed placement | 0.908 | 5520 | 0.457 | 0.319 | 1.08 |
| CTS | 1.21 | 6490 | 0.460 | 0.375 | 2.28 |
| global route | 1.11 | 6490 | 0.479 | 0.375 | 2.37 |
| finish | 1.22 | 6490 | 0.457 | 0.375 | 2.24 |
## critical path: cells and delay by family
| family | cells | cell delay (ns) |
|---|---|---|
| buffers and inverters | 3 | 0.64 |
## layout by cell type, fill, tap and decap left out, drive strengths merged, types with 3 or more instances in the layout
cell type,count
o211ai,24
clkbuf,22
mux4,4
and3,4
nor3b,3
a21oi,20
o21ai,32
nand3,4
dfxtp,122
clkinvlp,3
nand2,171
mux2i,4
ha,6
buf,12
clkinv,3
and2,13
a21boi,75
inv,101
a22oi,10
nor4b,3
nor2,30
or3,4
nand2b,3
nor3,3
clkdlybuf4s50,8
## cell families (layout without fill, tap and decap cells)
family,Yosys count,after routing
simple gates,249,249
compound gates,172,172
flops,124,124
buf+inv,62,151
mux,10,10
fa+ha+maj,6,6
xor+xnor,3,3
## state kept, by name, summed over array words and instances, names as in the netlist, 5 cells and up
name     flops
count        9
count_w      6
key         27
l_val       24
r_val       24
state_r      5
val         24
## worst min-delay path by stage
stage,startpoint,end,slack (ns),depth (start not counted)
6_report,r_val[2]$_SDFFE_NN0P_,r_val[2]$_SDFFE_NN0P_,0.46,2
5_1_grt,r_val[18]$_SDFFE_NN0P_,r_val[18]$_SDFFE_NN0P_,0.48,2
4_1_cts,r_val[7]$_SDFFE_NN0P_,r_val[7]$_SDFFE_NN0P_,0.46,2
## cell type report
type | count | area [um2] | area share
clock inverter | 100 | 437 | 0.0673
sequential | 124 | 2500 | 0.385
multi-input combinational | 440 | 2520 | 0.388
tap | 225 | 282 | 0.0434
timing repair buffer | 18 | 160 | 0.0247
clock buffer | 24 | 559 | 0.0861
inverter | 9 | 33.8 | 0.00520
## routing by layer
metal / part of all wire / track usage / wire (um)
met1: 0.51 / 0.197 / 6010
met2: 0.44 / 0.205 / 5200
met3: 0.028 / 0.0395 / 328
met4: 0.013 / 0.0456 / 157
met5: 0 / 0 / 0
Power figures rest on the tool's default switching activity, not on a simulated workload.
